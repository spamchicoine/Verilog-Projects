<file path="design/flow/config.mk">
export PLATFORM = sky130hd
export DESIGN_NAME = RF_ALU
export DESIGN_NICKNAME = RF_ALU
export VERILOG_FILES = /design/flow/design.v
export SDC_FILE = /design/flow/constraint.sdc
export NUM_CORES = 4
export LEC_CHECK = 1
export CORE_UTILIZATION = 40
</file>
<file path="design/flow/constraint.sdc">
current_design RF_ALU

set clk_period 29.2
set clk_io_pct 0.2

create_clock -name clk0 -period $clk_period [get_ports {clk}]

set non_clock_inputs [all_inputs -no_clocks]
set_input_delay [expr $clk_period * $clk_io_pct] -clock clk0 $non_clock_inputs
set_output_delay [expr $clk_period * $clk_io_pct] -clock clk0 [all_outputs]
</file>
<file path="design/flow/design.v">
module RF_ALU (input clk,
						input RegSet,	 
						input RegWrite,	 
						input [3:0] ALU_control,	 
						input [31:0] instr,	 
						input [31:0] Writedata,	 
						output reg[31:0] rd1,	 
						output reg[31:0] rd2,	 
						output reg[31:0] ALU_result,	 
						output reg  Zero);	 
reg [31:0] registers [31:0];
integer i;
reg [4:0] rs1;
reg [4:0] rs2;
reg [4:0] rd;
initial begin	 
	for(i=0;i<32;i=i+1)
		registers[i] <= 32'h00000000;
end
always @ (posedge clk) begin
	registers[0] = 0;	 
	rs1 = instr[19:15];	 
	rs2 = instr[24:20];	 
	rd = instr[11:7];		 
	rd1 = registers[rs1];	 
	rd2 = registers[rs2];	 
	if (RegSet)		 
		registers[rd] = Writedata;	 
	registers[0] = 0;	 
	if (ALU_control == 4'b0000)  
		ALU_result = rd1 & rd2;
	if (ALU_control == 4'b0001)	 
		ALU_result = rd1 | rd2;
	if (ALU_control == 4'b0010)	 
		ALU_result = rd1 + rd2;
	if (ALU_control == 4'b0110)	 
		ALU_result = rd1 - rd2;
	if ((rd1 - rd2) == 0)		 
		Zero = 1;
	else
		Zero = 0;
	if (RegWrite)	 
		registers[rd] = ALU_result;
end  
endmodule
</file>
<file path="design/flow/run.sh">
#!/bin/bash
# OpenROAD 26Q1-2900-gdf79404cd8, Yosys 0.63+post, stock flow scripts
make -C /OpenROAD-flow-scripts/flow DESIGN_CONFIG=/design/flow/config.mk WORK_HOME=/design/flow/orfs finish
</file>
==> flow_summary.ini <==
; implementation run metrics
[finish]
fill_cells = 14000
stdcell_area_sq_mm = 0.0691
area_delta_synth_final_pct = 14.9
drive_above_1_share = 0.154
most-common-layout-cells = dfxtp_1, a22oi_1, mux2i_1
mostFrequentLayoutCell = dfxtp_1
stdcell_count = 9150

[hold_path]
hold_path.startpoint = registers[31][20]
hold_path_end = registers[31][20]
hold_path_class = flip-flop to flip-flop
min_path_cells = 2

[route]
dr.pass1.iters = 10
avgViaCountPerCell = 7.07
wl_per_cell_um = 39.3
antenna_left = 0
wirelength_mm = 359
num_vias = 64700
drtIter0Drc = 9481
drcViolationCount = 0

[synth]
yosys-stat-cells = 7157
mux_share = 0.155
fa_ha_area_frac = 0.0204
yosys_warnings = 2
aoi_share = 0.264
async_flop_share = 0
synthSimpleGateAreaFrac = 0.134
yosys.stat.seqShare = 0.363
ys_area_sq_mm = 0.0601
synth_cells = 7157
xor_area_frac = 0.00612
synth-edff-count = 0
ys_seq_elements = 1089
flop_cell = dfxtp_1
avgSynthCellArea_sq_um = 8.40
synth_area_sq_mm = 0.0601
ys_top_logic_family = AND-OR/OR-AND gates
synth.distinct_cells = 88

[setup_path]
cp_data_arrival_time_ns = 13.56
crit_buf_inv = 7
cpMaxStageDelayCell = nor2_4
path_cells = clkdlybuf4s50_1 > or3b_2 > nor2_4 > buf_4 > buf_4 > a22oi_1 > nand3_1 > nor4_1 > buf_4 > ha_1 > clkinv_1 > o31ai_1 > nor3_1 > o211ai_1 > nand2_1 > o31ai_1 > nor4_1 > a311o_1 > buf_4 > nor2_1 > buf_4 > a21oi_1
reg2reg_depth = 18
r2r_slack_ns = 23.39
reg2reg_from = registers[27][14]
r2r_end = registers[23][28]
cp.required_ns = 29.83
end_kind = flip-flop
cp_max_fo = 21
cp-startpoint = instr[21]
start_kind = input pin
crit_type = input pin to flip-flop
cp_slowest_stage_delay_ns = 0.75
cpLargestDelayFamily = buffers and inverters
cpMostUsedCell = buf_4

[global_route]
grt_use_total = 0.475
antenna_found_initial = 32
grt_pass1_vias = 58900
grt_start_max_net_pins = 48
grt_pass1_wl_mm = 484
overflow = 0

[final_timing]
finalClockSkew_ns = 0.0332
hold_viol = 0
drv_slew = 0
period_used_share = 0.443
grt_setup_unrepaired = false
timing.fmax_mhz = 77.3
worst_pin_slew_ns = 1.26
slew_headroom = 0.153
fin_tns_setup_ns = 0
fin_crit_ns = 12.93
setup_viol = 0

[pwr]
swShare = 0.399
p_clk_frac = 0.252
power_density_mw_per_mm2 = 91.4
ir_worst_vdd_mv = 0.0521
p_leak_nw = 29.1
p_int_mw = 3.80
power.switching_mw = 2.52
power_frac_seq = 0.393
pwr-share-comb = 0.355

[placed_design]
place_area_sq_mm = 0.0650
port_buffers = 150
dp_cells = 8902
place_congestion = 1.06
hpwlAfterDp_mm = 211

[floorplan]
rows = 141
core-area_sq_mm = 0.149
dieArea_sq_mm = 0.152
num_io_pins = 168
die_w_um = 390
die_h_um = 390
fp-utilization = 0.405

[clock_tree]
cts.sinks = 1089
cts_setup_buffers = 0
h-tree-depth = 3
cts_buffer_depth = 3
cts_root_buf = clkbuf_16
ctsHoldBuffers = 0
numCtsBuffers = 118
cts_tree = built
cts_resized = 0
insertion_delay_ns = 0.79
clk_transition_reported_paths_ns = 0.06

[run]
drv_cap = 0
warnings = 106

[run_status]
outcome = finished clean
[metal layers]
metal  track usage  vias up  wire [um]
li1              -    26200          -
met1         0.558    30300     123000
met2         0.619     6021     136000
met3         0.311     2086      64400
met4         0.324       42      34600
met5        0.0699        -       1550
[power by group through the flow]
| stage | sequential, mW | clock, mW | combinational (mW) |
|---|---|---|---|
| after CTS | 2.46 | 1.58 | 2.17 |
| after global routing | 2.53 | 1.63 | 2.39 |
| final | 2.49 | 1.59 | 2.24 |
[worst max path at each step]
stage / end / slack [ns] / depth (start not counted)
4_1_cts: registers[23][28] / 16.64 / 22
5_1_grt: registers[29][28] / 16.23 / 23
6_report: registers[23][28] / 16.27 / 22
[through the flow]
stage | setup slack (ns) | total power [mW] | utilization | hold WS [ns]
floorplan | 18.69 | 3.71 | - | 0.513
finish | 16.27 | 6.32 | 0.465 | 0.559
global placement | 15.88 | 4.61 | 0.438 | 0.538
CTS | 16.64 | 6.20 | 0.465 | 0.556
global route | 16.23 | 6.55 | 0.465 | 0.569
detailed placement | 15.88 | 4.64 | 0.438 | 0.548
[cell type report]
type,instances,area [sq um],area share
antenna,31,77.6,0.00112
clock buffer,173,3550,0.0514
inverter,131,497,0.00719
multi-input combinational,5181,36000,0.522
timing repair buffer,499,4150,0.0601
tap,2002,2500,0.0363
clock inverter,44,469,0.00679
sequential,1089,21800,0.316
[synth_stat cells (72+ instances only)]
library cell,instances,area [sq um]
buf_1,91,342
ha_1,95,1190
clkbuf_1,617,2320
a21oi_1,578,2890
nor2_1,483,1810
nand3_1,229,1150
o21ai_0,500,2500
mux2i_1,573,5740
mux2_2,320,3600
nand2_1,584,2190
a22o_1,144,1260
nor4_1,72,450
a221oi_1,146,1280
a211oi_1,191,1430
nor2b_1,178,1110
a22oi_1,612,4590
dfxtp_1,1089,21800
inv_1,124,465
[cell families (layout without fill, tap and decap cells)]
logic type      count (synthesis)  count (layout)
compound gates               2402            2402
simple gates                 1747            1747
flops                        1089            1089
mux                           893             893
buf+inv                       887             847
fa+ha+maj                      97              97
xor+xnor                       42              42
other cells                     0              31
[registers in the layout, summed over array words and instances (netlist names)]
signal / cells
registers: 992
ALU_result: 32
rd1: 32
rd2: 32
Zero: 1
[worst min-delay path: cells and delay by family (launching register included)]
| family | cells | cell delay, ns |
|---|---|---|
| AOI/OAI and AO/OA | 1 | 0.08 |
| DFF | 1 | 0.32 |
| muxes | 1 | 0.11 |
Power figures rest on the tool's default switching activity, not on a simulated workload.
