### design/flow/config.mk
export PLATFORM = sky130hd
export DESIGN_NAME = ALU
export DESIGN_NICKNAME = ALU
export VERILOG_FILES = /design/flow/design.v
export SDC_FILE = /design/flow/constraint.sdc
export NUM_CORES = 4
export LEC_CHECK = 1
export CORE_UTILIZATION = 40
### design/flow/constraint.sdc
current_design ALU

set clk_period 18.6
set clk_io_pct 0.2

create_clock -name clk0 -period $clk_period [get_ports {clk}]

set non_clock_inputs [all_inputs -no_clocks]
set_input_delay [expr $clk_period * $clk_io_pct] -clock clk0 $non_clock_inputs
set_output_delay [expr $clk_period * $clk_io_pct] -clock clk0 [all_outputs]
### design/flow/design.v
module ALU (input clk,		 
				input [3:0] ALU_control,	 
				input [31:0] arg1,	 
				input [31:0] arg2,	 
				output reg Zero,		 
				output reg[31:0] ALU_result	 
						);
always @ (posedge clk) begin
	if (ALU_control == 4'b0000)  
		ALU_result <= arg1 & arg2;
	if (ALU_control == 4'b0001)	 
		ALU_result <= arg1 | arg2;
	if (ALU_control == 4'b0010)	 
		ALU_result <= arg1 + arg2;
	if (ALU_control == 4'b0110)	 
		ALU_result <= arg1 - arg2;
	if ((arg1 - arg2) == 0)		 
		Zero <= 1;
	else
		Zero <= 0;
end  
endmodule
### design/flow/run.sh
#!/bin/bash
# OpenROAD 26Q1-2900-gdf79404cd8, Yosys 0.63+post, stock flow scripts
make -C /OpenROAD-flow-scripts/flow DESIGN_CONFIG=/design/flow/config.mk WORK_HOME=/design/flow/orfs finish
==> job_summary.md <==
## Implementation flow summary

| Metric | Value |
|---|---|
| Data required, critical path | 18.62 ns |
| Mapped cell area | 6300 µm² |
| Yosys cell types | 81 |
| Worst Tran Pin Value | 0.881 ns |
| Int Power | 233 µW |
| Placed Area | 7470 µm² |
| Critical path type | in2reg |
| GRT met2 Usage | 36.4% |
| Post-synthesis instance total | 846 |
| NetSw | 157 µW |
| CORE AREA | 15300 µm² |
| Minimum clock period | a little under 8 ns |
| Post-Synth XOR/XNOR Area | 5.42% |
| HPWL Detailed | 14.1 mm |
| Sw Share | 40.3% |
| Fin area | 7610 µm² |
| Largest logic family | AND-OR/OR-AND gates |
| Count of final setup violators | 0 |
| Outcome | complete, no violations |
| GRT met3 Usage | 3.24% |
| Combinational Area | 4790 µm² |
| Wire length per cell after detailed routing | about 16 µm |
| Number of cells in Yosys stat | 846 |
| Final hold violations | 0 |
| Hold-fix buffers, CTS | 0 |
| Largest net degree at the start of global routing | 65 |
| ANT nets after route | 0 |
| Logic pwr share | 52.8% |
| Initial antenna violation count | 0 |
| First DRT Iteration DRCs | ~500 |
| Worst-case clock buffer depth | 2 |
| TNS Setup | 0 ns |
| Vias/cell | 5.63 |
| DRC Markers | 0 |
| Yosys warns | 1 |
| Yosys stat chip area | about 6300 µm² |
| Gpl congestion | between 0.9 and 1 |
| Floorplan Utilization | roughly two fifths |
| Top cell area share | roughly a fifth |
| Die Size | 16300 µm² |
| Worst VDD drop | between 0.03 and 0.04 mV |
| Post-synthesis register bit count | 33 |
| DR vias | 6347 |
| Final Cycle Share | between 40% and 50% |
| Max Clk Rate | approximately 130 MHz |
| Num CTS Buffers | 5 |
| Worst Setup Start Kind | input pin |
| Crit path capture type | flip-flop |
| Number of fill cells | 1507 |
| CTS tree | built |
| First-pass GRT wire length | 30.8 mm |
| Die W | about 130 µm |
| PD cells | about 51 nW/µm² |
| Crit Path Max Fanout | 4 |
| Asr flop ratio synth | 0% |
| Register area share after synthesis | 15.6% |
| I/O Pins | 102 |
| Yosys simple share | 18.6% |
| Post-CTS Resized | 0 |
| CTS Sinks | 33 |
| Layout cells sized above 1 | 4.58% |
| Global route overflow | 0 |
| Syn avg cell area | 7.45 µm² |
| Crit path DAT | slightly below 8 ns |
| GR Util met1 | 37.8% |
| Die Height | 127 µm |
| Hold crit path type | in2reg |
| ANT cells | 0 |
| Post-synthesis compound-gate area fraction | 30.5% |
| RSZ-0062 raised after global routing | no |
| Top cells excl fill/tap | 103 x a21oi_1, 101 x clkdlybuf4s50_1, 95 x ha_1 |
| CTS H-tree lvls | 2 |
| Tot GR Track Use | 24.1% |
| Ys flop type | edfxtp_1 |
| Most numerous logic cell after layout | a21oi_1 |
| EDFF count, synth | 32 |
| Layout area overhead | 20.9% |
| Slew HR | between 40 and 50% |
| Port bufs | 101 |
| Max-slew violations | 0 |
| Root Buffer | clkbuf_16 |
| Adder Area Share | between 10% and 20% |
| Largest area contributor in the netlist | ha_1 |
| MaxCap Viol Count | 0 |
| Clock Power Share | 23.5% |
| WHS | 4.36 ns |
| Pre-antenna DRT Iters | 5 |
| OpenROAD warnings | 88 |
| Leakage Power | 0.00327 µW |
| Synth area leaders | ha_1 19%, edfxtp_1 15%, a21oi_1 8.2% |
| Post-CTS Setup Bufs | 0 |
| Total Power | approximately 390 µW |
| Flop area | slightly below 1000 µm² |
| CTS clk-pin slew, worst paths | approximately 0.060 ns |
| Post-Route WL | 18.6 mm |
| GR peak layer | met1 |
| Vias in the first global route | ~5900 |
| Synth mux share | approximately 1.8% |
| Seq pwr share | 23.7% |
| Row count | about 45 |
==> worst max-delay path, stage by stage <==
cell and delay (ns):
clkdlybuf4s50_1 0.50, ha_1 0.23, inv_1 0.07, fa_1 0.38, or2b_1 0.25, a21oi_1 0.21
o22ai_1 0.19, o31ai_1 0.51, a21oi_1 0.27, o31ai_1 0.73, a21boi_0 0.23, xnor2_1 0.18
mux2i_1 0.15, a21oi_1 0.08
==> sequential cells by signal, summed over array words and instances (netlist names) <==
name	cells
ALU_result	32
Zero	1
==> area by class of cell <==
type | instances | share of cell area, %
clock buffer | 8 | 1.92
timing repair buffer | 110 | 14.2
tap | 211 | 3.47
multi-input combinational | 671 | 62.9
inverter | 95 | 4.68
sequential | 33 | 12.9
==> cell usage after synthesis, types with 3 or more instances <==
master / instances
edfxtp_1: 32
xor2_1: 4
and2_1: 3
nor3_1: 25
nor2b_1: 8
nand4_1: 10
o31ai_1: 18
a221oi_1: 3
o211ai_1: 6
a311o_1: 3
buf_2: 6
and3_1: 7
inv_2: 7
a21o_1: 17
o21bai_1: 12
nor2_1: 83
a22oi_1: 3
or3_1: 5
nand3_1: 13
a221o_1: 3
nand2_1: 41
ha_1: 95
a21oi_1: 103
o21ai_1: 4
nor4_2: 3
mux2i_1: 10
or4_1: 3
o21ai_0: 38
clkbuf_1: 34
a31oi_1: 4
buf_1: 6
a211o_1: 3
nor4_1: 16
xnor2_1: 35
o21a_1: 4
inv_1: 87
nand2b_1: 6
a211oi_1: 35
==> layer usage <==
layer	wire length, µm	vias to the layer above
met2	7980	186
li1	-	3205
met4	206	0
met1	9380	2943
met5	0	-
met3	1040	13
==> power groups by stage <==
stage	Sequential [µW]	Clock (µW)	Combinational, µW
5_1_grt	93.2	96.5	228
4_1_cts	92.7	93.8	205
6_report	92.5	91.7	206
==> logic make-up (layout without fill, tap and decap cells) <==
kind of cell | Yosys count | after routing
flops | 33 | 33
compound gates | 289 | 289
buf+inv | 142 | 213
simple gates | 235 | 235
mux | 11 | 11
fa+ha+maj | 97 | 97
xor+xnor | 39 | 39
==> path summary, 6_finish.rpt <==
path / start / to / slack, ns / cells after the start
hold / removal: arg2[31] / ALU_result[31]$_DFFE_PP_ / 4.36 / 4
setup / recovery: arg2[0] / ALU_result[28]$_DFFE_PP_ / 10.90 / 14
==> stage by stage <==
step           instances  setup slack, ns  util (%)
2_1_floorplan        846            11.56         -
3_5_place_dp        1120            10.78      48.9
4_1_cts             1128            11.03      49.9
3_3_place_gp        1120            10.82      48.9
5_1_grt             1128            10.61      49.9
6_report            1128            10.90      49.9
Power figures rest on the tool's default switching activity, not on a simulated workload.
