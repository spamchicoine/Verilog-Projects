File: /design/flow/design.v
module Controller (input clk,	 
						input [31:0] instr,
						output reg PCWriteCondition,
						output reg PCWrite,
						output reg IorD,
						output reg MemRead,
						output reg MemWrite,
						output reg MemtoReg,
						output reg IRWrite,
						output reg PCSource,
						output reg [1:0] ALUOp,
						output reg ALUSrcA,
						output reg [1:0] ALUSrcB,
						output reg RegWrite,
						output reg [2:0] state);
reg [6:0] opcode;
parameter R = 7'b0110011;
parameter lw = 7'b0000011;
parameter sw = 7'b0100011;
parameter beq = 7'b1100011;
parameter Instr_fetch = 3'b000;
parameter Decode = 3'b001;
parameter Exc = 3'b010;
parameter MemA_Rcom = 3'b011;
parameter Memcom = 4'b100;
initial begin
	state = 3'b000;
end
always @ (posedge clk) begin
	case(state)
		Instr_fetch: begin
			IorD = 0;
			MemRead = 1;
			ALUOp = 2'b00;
			ALUSrcA = 0;
			ALUSrcB = 2'b01;
			PCSource = 0;
			PCWrite = 1;
			state = state + 1;
		end
		Decode: begin
			opcode = instr[6:0];
			if (opcode == beq) begin
				ALUSrcA = 0;
				ALUSrcB = 2'b10;
				ALUOp = 2'b00;
			end
			state = state + 1;
		end
		Exc: begin
			if (opcode == R) begin
				ALUOp = 2'b10;
				ALUSrcA = 1;
				ALUSrcB = 2'b00;
				state = state + 1;
			end
			else if (opcode == lw || opcode == sw) begin
				ALUOp = 2'b00;
				ALUSrcA = 1;
				ALUSrcB = 2'b10;
				state = state + 1;
			end
			else if (opcode == beq) begin
				ALUOp = 2'b01;
				ALUSrcA = 1;
				ALUSrcB = 2'b00;
				PCWriteCondition = 1;
				state = 3'b000;
			end
		end
		MemA_Rcom: begin
			if (opcode == R) begin
				MemtoReg = 0;
				RegWrite = 1;
				state = 3'b000;
			end
			else if (opcode == lw) begin
				IorD = 1;
				MemRead = 1;
				state = state + 1;
			end
			else if (opcode == sw) begin
				IorD = 1;
				MemWrite = 1;
				state = 3'b000;
			end
		end
		Memcom: begin
			MemtoReg = 1;
			RegWrite = 1;
			state = 3'b000;
		end
	endcase
end
endmodule
File: /design/flow/config.mk
export PLATFORM = sky130hd
export DESIGN_NAME = Controller
export DESIGN_NICKNAME = Controller
export VERILOG_FILES = /design/flow/design.v
export SDC_FILE = /design/flow/constraint.sdc
export NUM_CORES = 4
export LEC_CHECK = 1
export CORE_AREA = 10 10 75 75
export DIE_AREA = 0 0 85 85
File: /design/flow/constraint.sdc
current_design Controller

set clk_period 3.7
set clk_io_pct 0.2

create_clock -name clk0 -period $clk_period [get_ports {clk}]

set non_clock_inputs [all_inputs -no_clocks]
set_input_delay [expr $clk_period * $clk_io_pct] -clock clk0 $non_clock_inputs
set_output_delay [expr $clk_period * $clk_io_pct] -clock clk0 [all_outputs]
File: /design/flow/run.sh
#!/bin/bash
# OpenROAD 26Q1-2900-gdf79404cd8, Yosys 0.63+post, stock flow scripts
make -C /OpenROAD-flow-scripts/flow DESIGN_CONFIG=/design/flow/config.mk WORK_HOME=/design/flow/orfs finish
==> CHANGELOG.md <==
### Physical design

- Status: finished clean
- RSZ-0062 raised after global routing: no
- Post-route ant nets: 0
- CTS H-tree lvls: 1
- Total wire length: 1700 um
- CP Cell Sequence: clkdlybuf4s50_1 > nand4bb_1 > o31a_1 > a211oi_2
- Area Overhead vs Synth: 23.5%
- CP Capture Type: flop
- Gr usage total: under 10%
- CTS tree: done
- RR Endpoint: state[1]
- Log Warnings: between 50 and 60
- Clk root buf: clkbuf_8
- Core area: just over 4000 um^2
- Post-synth area from yosys stat: about 980 um^2
- Layout cells sized above 1: about 18%
- Clk ins delay skew pair: between 200 and 300 ps
- FP Rows: 23
- CP Data Arrival Time: 2060 ps
- Flop2flop setup slack: ~1800 ps
- Gr ovfl total: 0
- CP max-delay cell: clkdlybuf4s50_1
- Fp util: between 20% and 30%
- Min-Delay Endpoint: state[0]
- # Cells Yosys: 72
- Largest net degree at the start of global routing: 12
- Netlist Area Pre-Place: slightly below 1000 um^2
- Hold Crit Depth: 1
- Fillers: 401
- RR Startpoint: state[0]
- Dominant cell area share: a little over half
- Worst endpoint required time: about 3600 ps
- Ys async rst share: 0%
- Post-CTS Setup Inserts: 0
- Die Width: around 85 um
- First-pass GRT wire length: between 2000 and 3000 um
- Netlist cell types: 35
- Initial antenna violation count: 0
- Worst Path Class, Setup: in -> reg
- Flops after synth: 17
- PwrDens: just under 800 nW/um^2
- Final Hold Viols: 0
- Clock Sinks: 17
- Total Power: about 0.94 mW
- Final critical-path required period: 2150 ps
- Antenna Diode Count: 0
- Clock transition at path regs: roughly 70 ps
- Top cells by area: edfxtp_1 (52%), ha_1 (6.4%), buf_4 (6.2%)
- Largest area contributor in the netlist: edfxtp_1
- Hold Crit Start: state[0]
- Mean Syn Cell Area: about 14 um^2
- Boundary Pins: 50
- Die height: ~85 um
- Warnings from Yosys: 2
- Worst hold path type: reg -> reg
- TNS Setup: 0 ps
- Max-Cap Viols: 0
- # resized after CTS: 0
- Vias: 581
- Final cycle utilization of the critical path: between 50% and 60%
- Max IR drop VDD: ~0.25 mV
- Setup crit start kind: input port
- IO Port Bufs: 17
- Lkg Pwr: ~0.42 nW
- Final Skew: around 2.5 ps
- Full die area: 7230 um^2
- Reg2Reg Depth: 6
- Max Fclk: ~460 MHz
- Global placer's final weighted congestion: 0.799
- CTS Buffer Depth: 2
- Wire per inst: roughly 12 um
- HPWL Detailed: between 1000 and 1500 um
- Initial DRT Pass Iterations: 2
- # DRC: 0
- Synth Instances: between 70 and 80
- Vias per cell: approximately 4.2
- Vias in the first global route: 636
- Final Setup Violations: 0
- Critical Path Max Stage Delay: roughly 410 ps
- Post-synth seq share: between 50% and 60%
- Post-synth EDFFs: 17
- Hold Buf Count CTS: 0
- Crit-path max FO: 5
- Post-synth top flop: edfxtp_1
- Final Max Tran Viols: 0
- CTS Buf Count: 3
- DR iter-0 viols: 34
## cell type report
class / instances / area, um^2 / area share (%)
Clock buffer: 3 / 41.3 / 3.43
Clock inverter: 1 / 7.51 / 0.623
Inverter: 6 / 25.0 / 2.08
Multi-Input combinational cell: 45 / 388 / 32.2
Sequential cell: 17 / 510 / 42.4
Tap cell: 50 / 62.6 / 5.19
Timing Repair Buffer: 17 / 170 / 14.1
## worst max-delay path: cells and delay by family
kind,cells,cell delay [ps]
compound gates,2,710
buf+inv,1,410
simple gates,1,190
## layout by cell type (no fill, tap or decap), drive strengths merged, types with 2 or more instances in the layout
cell type and count:
clkbuf 3, clkdlybuf4s50 17, conb 7, edfxtp 17
ha 5, inv 6, nand2 2, nand2b 2
nor2 4, nor3 2, o21ai 2
## synthesized netlist by cell type, types with 2 or more instances
library cell	number
nand2_1	2
nor3_1	2
conb_1	2
edfxtp_1	17
buf_4	8
nor2_1	4
ha_1	5
nand2b_1	2
inv_1	4
## state kept, by name, indices dropped and copies added, names as in the netlist
signal    count
IorD          1
ALUSrcB       2
state         3
ALUSrcA       1
ALUOp         2
opcode        7
MemtoReg      1
## where the power goes
group / leakage [nW] / internal (mW) / switching [mW]
registers: 0.160 / 0.334 / 0.0444
clock network: 0.0217 / 0.0757 / 0.0653
logic: 0.240 / 0.221 / 0.203
total: 0.422 / 0.631 / 0.313
## per-layer routing
| layer | up-vias | share of wire, % | wire length (um) | GRT usage, % |
|---|---|---|---|---|
| li1 | 288 | - | - | - |
| met1 | 270 | 45 | 759 | 5.87 |
| met2 | 21 | 45 | 756 | 6.68 |
| met3 | 2 | 9.1 | 155 | 2.02 |
| met4 | 0 | 1.6 | 27 | 1.20 |
| met5 | - | 0 | 0 | 0 |
## kinds of logic (layout without fill, tap and decap cells)
logic type      Yosys count  in the layout  synth area share, %
flops                    17             17                 52.3
mux                       1              1                 1.03
compound gates           14             14                 15.4
fa+ha+maj                 5              5                 6.41
simple gates             18             18                 14.2
buf+inv                  15             27                 9.87
other cells               2              7                0.770
## per-stage QoR
step	instances	hold WS [ps]	instance area, um^2	utilization, %	worst slack, ps
2_1_floorplan	77	604	995	-	1820
3_3_place_gp	135	666	1160	28.5	1260
3_5_place_dp	135	672	1160	28.5	1250
4_1_cts	139	686	1200	29.7	1520
5_1_grt	139	711	1200	29.7	1440
6_report	139	675	1200	29.7	1550
## worst max-delay path by stage
| stage | startpoint | endpoint | slack [ps] | cells past startpoint |
|---|---|---|---|---|
| finish | instr[4] | ALUOp[1] | 1550 | 4 |
| CTS | instr[4] | ALUOp[1] | 1520 | 4 |
| global route | instr[4] | ALUOp[1] | 1440 | 4 |
No activity file was given, so power comes from the tool's default toggle rates.
